[/design/flow/constraint.sdc]
current_design SevenSegBehavioral

set clk_period 1.5
set clk_io_pct 0.2

create_clock -name clk0 -period $clk_period

set non_clock_inputs [all_inputs -no_clocks]
set_input_delay [expr $clk_period * $clk_io_pct] -clock clk0 $non_clock_inputs
set_output_delay [expr $clk_period * $clk_io_pct] -clock clk0 [all_outputs]
[/design/flow/run.sh]
#!/bin/bash
# OpenROAD 26Q1-2900-gdf79404cd8, Yosys 0.63+post, stock flow scripts
make -C /OpenROAD-flow-scripts/flow DESIGN_CONFIG=/design/flow/config.mk WORK_HOME=/design/flow/orfs finish
[/design/flow/config.mk]
export PLATFORM = sky130hd
export DESIGN_NAME = SevenSegBehavioral
export DESIGN_NICKNAME = SevenSegBehavioral
export VERILOG_FILES = /design/flow/design.v
export SDC_FILE = /design/flow/constraint.sdc
export NUM_CORES = 4
export LEC_CHECK = 1
export CORE_AREA = 10 10 70 70
export DIE_AREA = 0 0 80 80
[/design/flow/design.v]
`timescale 1ns / 1ps
module SevenSegBehavioral(
        input logic [3:0] num,
        input logic [2:0] sel,
        output logic [6:0] seg,
        output logic DP,
        output logic [7:0] anode
    );
    always_comb begin  
        seg[0] = (~num[3] & ~num[2] & ~num[1] & num[0]) | (~num[3] & num[2] & ~num[1] & ~num[0]) | 
                (num[3] & num[2] & ~num[1] & num[0]) | (num[3] & ~num[2] & num[1] & num[0]); 
        seg[1] = (num[2] & num[1] & ~num[0]) | (num[3] & num[1] & num[0]) |
                (num[3] & num[2] & ~num[0]) | (~num[3] & num[2] & ~num[1] & num[0]) ; 
        seg[2] = (~num[3] & ~num[2] & num[1] & ~num[0]) | (num[3] & num[2] & num[1]) |
                (num[3] & num[2] & ~num[0]); 
        seg[3] = (~num[3] & num[2] & ~num[1] & ~num[0]) | (~num[3] & ~num[2] & ~num[1] & num[0]) |
                (num[2] & num[1] & num[0]) | (num[3] & ~num[2] & num[1] & ~num[0]); 
        seg[4] = (~num[3] & num[0]) | (~num[2] & ~num[1] & num[0]) |
                (~num[3] & num[2] & ~num[1]); 
        seg[5] = (~num[3] & ~num[2] & num[0]) | (~num[3] & ~num[2] & num[1]) |
                (~num[3] & num[1] & num[0]) | (num[3] & num[2] & ~num[1] & num[0]); 
        seg[6] = (~num[3] & ~num[2] & ~num[1]) | (num[3] & num[2] & ~num[1] & ~num[0]) |
                (~num[3] & num[2] & num[1] & num[0]);; 
        DP = 1; 
        anode[0] = (sel[2] | sel[1] | sel[0]);
        anode[1] = (sel[2] | sel[1] | ~sel[0]);
        anode[2] = (sel[2] | ~sel[1] | sel[0]);
        anode[3] = (sel[2] | ~sel[1] | ~sel[0]);
        anode[4] = (~sel[2] | sel[1] | sel[0]);
        anode[5] = (~sel[2] | sel[1] | ~sel[0]);
        anode[6] = (~sel[2] | ~sel[1] | sel[0]);
        anode[7] = (~sel[2] | ~sel[1] | ~sel[0]);
    end
endmodule
==> notes.org <==
#+TITLE: Synthesis and PnR summary

** Status
- The flow ran to the end, and the final reports show no timing, DRC or antenna violations.

** Placement
- Routability-driven placement finished with a final weighted congestion of 0.759.
- Port buffering added 22 buffers.
- Setup slack after placement :: -0.781 ns
- Placed wire-length estimate :: 888 um

** Timing
- Final Cycle Share :: 0.980
- Subtracting the final worst setup slack from the clock period gives 1.47 ns.
- Max-slew violations :: 0
- The end-of-flow timing check tallies setup violations at 0.
- RSZ-0062 raised after global routing :: yes
- In the final report, the number of hold violations comes to 0.
- The final timing report gives a worst setup slack of 0.0300 ns.
- The highest clock rate this design can be run at is 680 MHz.

** Yosys
- Yosys attributes the largest share of cell area to sky130_fd_sc_hd__or3b_1 8.8%, sky130_fd_sc_hd__nand2b_1 8.3%, sky130_fd_sc_hd__nand3b_1 7.5%.
- Averaged over all synthesized cells, the footprint is 6.98 um2.
- Of the post-synthesis cell area, the dominant cell type holds 0.0875.
- Instance count of the mapped netlist :: 43
- In this run, distinct cell masters in the synthesized netlist total 27.
- The synthesis report lists the Yosys warning total as 1.
- For this run, the chip area from Yosys synthesis comes to 300 um2.
- Mapped Area :: 300 um2
- Portion of the post-synthesis area used by sequential elements :: 0
- sky130_fd_sc_hd__or3b_1 takes more of the synthesized area than any other cell.
- Yosys cell count :: 43

** Setup path
- The worst setup path is launched from an input pin.
- Per STA, the worst path accumulates the most delay in the family simple AND/OR/NAND/NOR gates.
- For reference, the critical path cell chain is buf_6 > or4b_4 > o211ai_1 > buf_2.
- At the worst endpoint, the arrival time is 1.17 ns.
- Required time of the critical path :: 1.20 ns
- Highest fanout seen on the critical path :: 6
- The slowest stage of the critical path belongs to the cell sky130_fd_sc_hd__or4b_4.
- Endpoint kind of the worst setup timing path :: output pin
- The setup path with the least slack is of type input pin to output pin.
- CP bufs+invs :: 2
- Largest stage delay on the critical path :: 0.53 ns

** Pwr
- Power spread over the standard cell area amounts to 222 nW/um2.
- LEAKAGE :: 0.253 nW
- Worst IR Drop VDD :: 0.0000386 V
- Overall power :: 0.139 mW

** Drt
- The routed layout has 413 vias.
- Summed over all layers, the routed wires come to 1.08 mm.
- The violation tally recorded at the end of detailed-routing iteration 0 is 12.
- Residual DRC count :: 0
- In this run the remaining antenna-violating nets after routing total 0.
- Routed vias/inst :: 3.56
- Routed length per instance :: 9.31 um
- Per the detail_route report, inserted antenna diodes total 0.
- The first detailed-routing pass ran for 3 iterations.

** Die
- After floorplanning, the core was sized to cover 3420 um2.
- In this run the vertical extent of the chip is 80 um.
- In this run the count of I/O pins placed on the die edge is 23.
- Per the OpenROAD floorplan log, the area of the die is 6400 um2.
- Number of standard-cell rows in the floorplan :: 21
- The horizontal die dimension reported for this design is 80 um.
- The share of the core area taken by cells at floorplan is 0.0879.

** Layout
- Sequential cell area :: 0 um2
- Filler Cell Count :: 378
- Layout cells sized above 1 :: 0.414
- Most common logic cells in the final layout :: 9 x sky130_fd_sc_hd__buf_4, 7 x sky130_fd_sc_hd__dlygate4sd2_1, 6 x sky130_fd_sc_hd__buf_2
- Layout overhead on the synthesized area :: 109%
- Per the layout report, the design carries 0 clock buffers.
- The library cell used most frequently in the layout, excluding fill and tap cells, is sky130_fd_sc_hd__buf_4.
- There are 0 flip-flops and latches.

** Global route
- Grt ovf :: 0
- The number of global-route vias before repair is 386.
- Summed over all routing layers, the global router reports a total usage of 0.0316.
- Global-route wire length before repair :: 1.81 mm
- Initial antenna violation count :: 0
- Maximum number of pins on one net before global-route repair :: 10

** Clocking
- Post-CTS setup buffer count :: 0
- # hold bufs at CTS :: 0

** Run
- Log Warnings :: 34
- Number of max-capacitance violations reported :: 0

** Hold path
- Worst min path class :: input pin to output pin
synthesized netlist by cell type:
cell and count:
sky130_fd_sc_hd__o221ai_1 1, sky130_fd_sc_hd__a21boi_0 1, sky130_fd_sc_hd__or3_1 2, sky130_fd_sc_hd__o211ai_1 2
sky130_fd_sc_hd__or4b_4 1, sky130_fd_sc_hd__xnor2_1 1, sky130_fd_sc_hd__nor2b_1 1, sky130_fd_sc_hd__o211ai_2 1
sky130_fd_sc_hd__or3b_1 3, sky130_fd_sc_hd__clkbuf_1 1, sky130_fd_sc_hd__o21ai_0 1, sky130_fd_sc_hd__buf_4 1
sky130_fd_sc_hd__o21a_1 1, sky130_fd_sc_hd__nor2_1 1, sky130_fd_sc_hd__o2111ai_1 1, sky130_fd_sc_hd__a22oi_1 1
sky130_fd_sc_hd__or4b_1 2, sky130_fd_sc_hd__nand2b_1 4, sky130_fd_sc_hd__o21ai_1 1, sky130_fd_sc_hd__nand4b_1 2
sky130_fd_sc_hd__buf_6 1, sky130_fd_sc_hd__inv_1 2, sky130_fd_sc_hd__buf_2 2, sky130_fd_sc_hd__nand3b_1 3
sky130_fd_sc_hd__nand3_1 3, sky130_fd_sc_hd__nand2_1 2, sky130_fd_sc_hd__conb_1 1
cells by family after synthesis:
kind of cell	after synthesis	synth area share
and+or+nand+nor	24	0.567
xor gates and xnor gates	1	0.0292
other	1	0.0125
buffers and inverters	7	0.133
AOI/OAI and AO/OA	10	0.258
where the power goes:
group	switching [mW]	internal, mW	leakage [nW]	total, mW
clock network	0	0	0	0
logic	0.0528	0.0864	0.253	0.139
registers	0	0	0	0
final cells by class:
type	count	area, um2	share of cell area
well taps	46	57.6	0.0918
multi-input cells	36	289	0.461
repair buffers	32	273	0.435
inverters	2	7.51	0.0120
metal layers:
layer / part of all wire / GRT usage / up-vias
met1: 0.42 / 0.0402 / 189
met4: 0 / 0 / 0
met5: 0 / 0 / -
li1: - / - / 215
met3: 0.073 / 0.00682 / 0
met2: 0.51 / 0.0562 / 9
repair_timing:
action                                 CTS  global route
pin swaps                                4             5
endpoints found under the hold margin    0             0
resized                                 53            14
setup endpoints to repair               15             6
worst paths after layout:
kind / start / to / slack, ns / depth (start not counted)
min: num[0] / seg[3] / 0.95 / 4
max: num[0] / seg[0] / 0.03 / 4
stage by stage:
| step | cells | hold WS (ns) | utilization | cell area, um2 | TNS (ns) |
|---|---|---|---|---|---|
| finish | 116 | 0.948 | 0.184 | 627 | 0 |
| global route | 116 | 0.980 | 0.184 | 627 | -0.00308 |
| CTS | 116 | 0.984 | 0.171 | 584 | -0.0133 |
| detailed placement | 116 | 1.64 | 0.182 | 621 | -7.91 |
| global placement | 116 | 1.63 | 0.182 | 621 | -7.82 |
| floorplan | 43 | 0.615 | - | 300 | 0 |
Power is estimated from default activity; no workload was simulated.
