==> design/flow/design.v <==
`timescale 1ns / 1ps
module SevenSegAnode(
    input logic [2:0] sel,           
    output logic [7:0] anode         
    );
    always_comb begin
        anode = 8'b11111111;  
        case(sel)
            3'b000 : anode = 'b11111110;
            3'b001 : anode = 'b11111101;
            3'b010 : anode = 'b11111011;
            3'b011 : anode = 'b11110111;
            3'b100 : anode = 'b11101111;
            3'b101 : anode = 'b11011111;
            3'b110 : anode = 'b10111111;
            3'b111 : anode = 'b01111111;
        endcase
    end   
endmodule
`timescale 1ns / 1ps
module SevenSegFinal(
    input  logic [3:0] num,      
    input  logic [2:0] sel,      
    output logic [6:0] seg, 
    output logic DP,   
    output logic [7:0] anode
);
    SevenSegSegment seg_decoder (
        .num(num),
        .seg(seg)
    );
    SevenSegAnode anode_decoder (
        .sel(sel),
        .anode(anode)
    );
endmodule
`timescale 1ns / 1ps
module SevenSegSegment(
    input logic [3:0] num,
    output logic [6:0] seg,
    output logic DP
    );
    always_comb begin
    DP = 1;
        case (num)
            4'h0: seg = 7'b1000000;      
            4'h1: seg = 7'b1111001;      
            4'h2: seg = 7'b0100100;      
            4'h3: seg = 7'b0110000;      
            4'h4: seg = 7'b0011001;      
            4'h5: seg = 7'b0010010;      
            4'h6: seg = 7'b0000010;      
            4'h7: seg = 7'b1111000;      
            4'h8: seg = 7'b0000000;      
            4'h9: seg = 7'b0011000;      
            4'hA: seg = 7'b0001000;      
            4'hB: seg = 7'b0000011;      
            4'hC: seg = 7'b1000110;      
            4'hD: seg = 7'b0100001;      
            4'hE: seg = 7'b0000110;      
            4'hF: seg = 7'b0001110;      
            default: seg = 7'b0111111;   
        endcase
    end
endmodule
==> design/flow/run.sh <==
#!/bin/bash
# OpenROAD 26Q1-2900-gdf79404cd8, Yosys 0.63+post, stock flow scripts
make -C /OpenROAD-flow-scripts/flow DESIGN_CONFIG=/design/flow/config.mk WORK_HOME=/design/flow/orfs finish
==> design/flow/config.mk <==
export PLATFORM = sky130hd
export DESIGN_NAME = SevenSegFinal
export DESIGN_NICKNAME = SevenSegFinal
export VERILOG_FILES = /design/flow/design.v
export SDC_FILE = /design/flow/constraint.sdc
export NUM_CORES = 4
export LEC_CHECK = 1
export CORE_AREA = 10 10 70 70
export DIE_AREA = 0 0 80 80
==> design/flow/constraint.sdc <==
current_design SevenSegFinal

set clk_period 1.0
set clk_io_pct 0.2

create_clock -name clk0 -period $clk_period

set non_clock_inputs [all_inputs -no_clocks]
set_input_delay [expr $clk_period * $clk_io_pct] -clock clk0 $non_clock_inputs
set_output_delay [expr $clk_period * $clk_io_pct] -clock clk0 [all_outputs]
==> qor.yml <==
place:
  io_buffers: 22
  dp_hpwl_um: 971
  gp_congestion: 0.830
critical_path:
  worst_path_dominant_cell_family: "buffers and inverters"
  worstPathRequired_ns: 0.80
  end_kind: "output pin"
  crit_buf_inv: 5
  crit_top_cell: "buf_6"
  cp_max_fo: 3
  slowest_delay_ns: 0.15
  crit_start: "num[1]"
  path_class: "in -> out"
  cp_slowest_cell: "ha_4"
  crit_chain: "buf_8 -> inv_6 -> buf_6 -> buf_6 -> ha_4 -> o211ai_1 -> o21ai_1 -> buf_2"
  cp_data_arrival_time_ns: 1.04
  worst_setup_path_start_kind: "input pin"
synthesis:
  yosys_cells: 46
  syn-cell-area_um2: 325
  yosysWarnings: 3
  syn_area_per_cell_um2: 7.07
  top_cells_by_area: "ha_1 (23%), mux2i_1 (15%), o21ai_1 (7.7%), nand3b_1 (6.9%), or3b_1 (5.4%)"
  ys_seq_share_pct: 0
  top_area_cell: "ha_1"
  synth_cell_types: 20
  synthCells: 46
  ys_area_um2: 325
  top_area_share_pct: 23.1
flow_run:
  cap_violations: 0
  openroad.warnings: 39
global_route:
  track_usage_pct: 3.56
  overflow: 0
  grt_pass1_wl_um: 1980
  antenna_found_initial: 0
  grt_max_degree: 8
  first_global_vias: 437
min_path:
  min_from: "sel[0]"
  hold_class: "in -> out"
power:
  p_per_area_nw_per_um2: 363
  vdd_drop_max_v: 0.000174
  leakage_nw: 0.333
drt:
  ant_nets: 0
  drt_iter0_markers: 11
  avgRoutedWirePerCell_um: 9.74
  vias: 418
  drc_errors: 0
  wl_um: 1220
  drt_pass1_iterations: 3
  vias_per_cell: 3.34
  antennaDiodeCount: 0
cells_and_area:
  logic_area_um2: 375
  n_clock_buffer: 0
  drive_gt1_share_pct: 62.0
  fin_util_pct: 22.1
  area_growth_pct: 132
  ff_count: 0
  layout_top_cell: "buf_2"
  seq_area_um2: 0
  fillers: 383
  lay_top_cells: "buf_2 (14), buf_6 (9), buf_4 (7), mux2i_1 (5), ha_4 (4)"
sta:
  finalClockPeriodUsage_pct: 124
  finalCriticalPeriod_ns: 1.24
  finalMaxSlewViolations: 0
  rsz0062_at_grt: "true"
  fin_setup_tns_ns: -1.47
  final-setup-viol-count: 7
  max_freq_mhz: 804
  hold_viol: 0
  worst_slack_ns: -0.244
floorplan:
  std_cell_rows: 21
  core_area_um2: 3420
  die_area_um2: 6400
  io_pins: 23
  fp_util_pct: 9.52
  die_y_um: 80
  die_w_um: 80
clock_network:
  ctsHoldBuffers: 0
status:
  violations: "negative setup slack"
  status: "complete, but fails checks"
-- worst paths after layout --
path                    to  cells after the start  slack (ns)
setup / recovery    seg[0]                      8       -0.24
hold / removal    anode[2]                      3        0.65
-- stage by stage --
step | instances | setup WS (ns) | instance area (um2) | hold slack (ns) | power, W
floorplan | 46 | 0.0220 | 340 | 0.415 | 0.0000891
global placement | 123 | -1.06 | 684 | 1.43 | 0.000252
detailed placement | 123 | -1.06 | 684 | 1.44 | 0.000253
CTS | 126 | -0.268 | 744 | 0.663 | 0.000272
global route | 125 | -0.301 | 754 | 0.674 | 0.000305
finish | 125 | -0.244 | 754 | 0.648 | 0.000274
-- report_power, final --
| group | leakage, nW | internal [W] | switching [W] | total [W] |
|---|---|---|---|---|
| clock network | 0 | 0 | 0 | 0 |
| registers | 0 | 0 | 0 | 0 |
| logic | 0.333 | 0.000164 | 0.000110 | 0.000274 |
-- layer usage --
metal,GRT usage (%),vias up,wire (um)
met5,0,-,0
li1,-,227,-
met4,0,0,0
met2,6.34,7,617
met1,4.68,184,565
met3,0.455,0,35
-- final cells by class --
type / instances / area share (%)
Timing Repair Buffer: 36 / 39.8
Tap cell: 46 / 7.63
Multi-Input combinational cell: 40 / 49.8
Inverter: 3 / 2.82
-- repair_timing --
| action | CTS | global route |
|---|---|---|
| gates cloned | 0 | 0 |
| buffers inserted | 3 | 0 |
| resized | 100 | 5 |
| setup endpoints to repair | 15 | 11 |
| pin swaps | 9 | 6 |
-- synth_stat cells --
library cell	instances
buf_4	1
nand3b_1	3
a21oi_1	3
o21ai_1	5
nor2_1	4
a32o_2	1
ha_1	6
nand3_1	2
nand2b_1	2
nand2_1	3
conb_1	1
o211ai_1	1
or3_1	1
or3b_1	2
buf_6	1
inv_2	1
or2b_1	1
inv_1	2
mux2i_1	5
buf_2	1
-- kinds of logic after synthesis --
family | share of synthesized area [%]
AND-OR/OR-AND | 18.1
adder cells (fa/ha/maj) | 23.1
buffers and inverters | 10.8
multiplexers | 15.4
other | 1.15
AND/OR/NAND/NOR | 31.5
Power figures rest on the tool's default switching activity, not on a simulated workload.
