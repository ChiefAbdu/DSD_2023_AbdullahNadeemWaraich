==> design.v <==
`timescale 1ns / 1ps
module lab7(
    input logic clk, reset, write,        
    input logic [2:0] sel,                
    input logic [3:0] num,                
    output logic [6:0] seg,              
    output logic [7:0] an                  
);
    reg [3:0] registers [7:0];           
    logic [3:0] stored_num;              
    logic clk_100Hz;                     
    logic [2:0] active_sel = 0;          
    logic [2:0] new_sel = 0;             
    always_comb begin                   
        if (write)
            new_sel= sel;
        else
            new_sel= active_sel;
    end
    reg [16:0] clk_div_count = 0;
    always_ff @(posedge clk or posedge reset) begin
        if (reset) begin
            clk_div_count <= 0;
            clk_100Hz <= 0;
        end else if (clk_div_count == 65535) begin       
            clk_div_count <= 0;
            clk_100Hz <= ~clk_100Hz;
        end else begin
            clk_div_count <= clk_div_count + 1;
        end
    end
    always_ff @(posedge clk or posedge reset) begin
        if (reset) begin
            for (int i = 0; i < 8; i = i + 1)
                registers[i] <= 4'b0000;    
        end else if (write) begin
            registers[sel] <= num;         
        end
    end
    always_ff @(posedge clk_100Hz or posedge reset) begin
        if (reset) begin
            active_sel <= 0;
        end else begin
            active_sel <= active_sel + 1;
        end
    end
    assign stored_num = registers[new_sel];
    always_comb begin
        case (stored_num)
             4'h0: seg = 7'b1000000;
             4'h1: seg = 7'b1111001;
             4'h2: seg = 7'b0100100;
             4'h3: seg = 7'b0110000;
             4'h4: seg = 7'b0011001;
             4'h5: seg = 7'b0010010;
             4'h6: seg = 7'b0000010;
             4'h7: seg = 7'b1111000;
             4'h8: seg = 7'b0000000;
             4'h9: seg = 7'b0010000;
             4'hA: seg = 7'b0001000;
             4'hB: seg = 7'b0000011;
             4'hC: seg = 7'b1000110;
             4'hD: seg = 7'b0100001;
             4'hE: seg = 7'b0000110;
             4'hF: seg = 7'b0001110;
             default: seg = 7'b1111111; 
        endcase
    end
    always_comb begin
    an = 8'b1111_1111;  
    case (new_sel)
        3'b000: an = 8'b1111_1110; 
        3'b001: an = 8'b1111_1101; 
        3'b010: an = 8'b1111_1011;
        3'b011: an = 8'b1111_0111; 
        3'b100: an = 8'b1110_1111;
        3'b101: an = 8'b1101_1111; 
        3'b110: an = 8'b1011_1111; 
        3'b111: an = 8'b0111_1111; 
        default: an = 8'b1111_1111; 
    endcase
end
endmodule
==> run.sh <==
#!/bin/bash
# OpenROAD 26Q1-2900-gdf79404cd8, Yosys 0.63+post, stock flow scripts
make -C /OpenROAD-flow-scripts/flow DESIGN_CONFIG=/design/flow/config.mk WORK_HOME=/design/flow/orfs finish
==> config.mk <==
export PLATFORM = sky130hd
export DESIGN_NAME = lab7
export DESIGN_NICKNAME = lab7
export VERILOG_FILES = /design/flow/design.v
export SDC_FILE = /design/flow/constraint.sdc
export NUM_CORES = 4
export LEC_CHECK = 1
export CORE_UTILIZATION = 40
==> constraint.sdc <==
current_design lab7

set clk_period 4.1
set clk_io_pct 0.2

create_clock -name clk0 -period $clk_period [get_ports {clk}]

set non_clock_inputs [all_inputs -no_clocks]
set_input_delay [expr $clk_period * $clk_io_pct] -clock clk0 $non_clock_inputs
set_output_delay [expr $clk_period * $clk_io_pct] -clock clk0 [all_outputs]
==> run_results.csv <==
group,metric,value,unit
run_status,outcome,"complete, no violations",
critical_path,cp_max_fo,6,
timing,setup_viol,0,
logic_synthesis,synth_cell_types,43,
timing,maxSlewHeadroom,48.2,%
logic_synthesis,ys.warnings.count,2,
logic_synthesis,async_flop_share,100,%
floorplan,die_area,7400,um^2
global_routing,grt_first_pass_wirelength,9.94,mm
critical_path,critPathCaptureType,"primary output",
critical_path,setup.worst_path.class,"in2out",
placed_design,io_buffers,24,
floorplan,pin_count,25,
global_routing,antenna_found_initial,0,
logic_synthesis,netlist_area,2820,um^2
logic_synthesis,ys_ff,53,
logic_synthesis,yosys_cells,243,
detailed_routing,first_pass_iters,6,
cells_and_area,nFillCells,594,
run,cap_violations,0,
detailed_routing,antenna_left,0,
detailed_routing,drc,0,
detailed_routing,vias,2057,
timing,rsz0062_at_grt,"true",
worst_hold_path,hp-class,"reg2reg",
clock_tree,clock_latency,0.30,ns
run,warnings,32,
timing,worst_slew_pin_slew,0.776,ns
critical_path,required,3.28,ns
pwr,p_leak,1.64,nW
detailed_routing,wire_per_inst,14.9,um
placed_design,hpwlAfterDp,4.37,mm
logic_synthesis,syn_avg_cell_area,11.6,um^2
cells_and_area,regArea,1330,um^2
logic_synthesis,flop_cell,"dfrtp_1",
cells_and_area,utilization,52.9,%
timing,hold_viol_final,0,
clock_tree,clock_path_buffers,2,
clock_tree,holdBufCountCts,0,
floorplan,core,6790,um^2
detailed_routing,antenna_cells,0,
floorplan,fp_util,41.6,%
logic_synthesis,yosys_area,2820,um^2
pwr,pwr_density_cell,368,nW/um^2
cells_and_area,mi_logic_area,1470,um^2
timing,drv_slew,0,
detailed_routing,routed_wl,5.95,mm
cells_and_area,layout_top_cells,"dfrtp_1 (53), buf_4 (37), mux2_2 (35), clkdlybuf4s50_1 (18), nand2_1 (15)",
critical_path,setup.worst_path.start_class,"input pin",
timing,skew,0.00675,ns
clock_tree,root_buffer,"clkbuf_8",
clock_tree,cts_htree_levels,2,
pwr,peakVddDrop,0.263,mV
clock_tree,cts_inserted_buffers,5,
critical_path,worst_ep_arrival_time,3.26,ns
critical_path,reg2reg_slack,2.19,ns
clock_tree,path_clk_slew,0.08,ns
cells_and_area,design_area,3600,um^2
detailed_routing,detail_route.vias_per_cell,5.14,
global_routing,grt_overflow,0,
clock_tree,cts_tree,"yes",
placed_design,placed_cell_area,3360,um^2
floorplan,rows,30,
detailed_routing,first_iter_violations,112,
timing,finalClockPeriodUsage,99.6,%
floorplan,die_h,86.0,um
timing,untimed_endpoints,3,
timing,fin_crit,4.08,ns
floorplan,die_w,86.0,um
global_routing,track_usage,17.8,%
timing,max_freq,245,MHz
global_routing,grt_pass1_vias,1979,
cells_and_area,drive_gt1_share,33.2,%
global_routing,grt_max_degree,30,
logic_synthesis,ys_seq_share,47.0,%
logic_synthesis,synthCells,243,
cells_and_area,synthToLayoutAreaGrowth,27.3,%
placed_design,place.gp.congestion,0.848,
logic_synthesis,edf_count,0,
cells_and_area,lay_top_count,"dfrtp_1",
timing,unclocked_regs,3,
power breakdown:
| group | leakage (nW) | total (mW) | internal [mW] | switching, mW |
|---|---|---|---|---|
| sequential | 0.668 | 0.605 | 0.562 | 0.0427 |
| combinational | 0.913 | 0.379 | 0.231 | 0.148 |
| clock | 0.0579 | 0.338 | 0.180 | 0.159 |
layout make-up:
type	instances	area share, %
well taps	96	3.34
clock buffers	5	1.91
flip-flops and latches	53	36.9
inverters	10	1.04
repair buffers	62	14.9
clock inverters	3	1.11
multi-input cells	171	40.8
cell families after synthesis:
logic type               count (synthesis)  share of synthesized area (%)
AND/OR/NAND/NOR                         64                           11.7
AND-OR/OR-AND                           34                           9.70
adder cells (fa/ha/maj)                  8                           3.54
multiplexers                            49                           19.8
buffers and inverters                   19                           3.37
XOR/XNOR                                16                           4.96
flip-flops                              53                           47.0
state kept, by name, summed over array words and instances (netlist names):
name / cells
registers: 32
active_sel: 3
clk_div_count: 17
clk_100Hz: 1
path summary, 6_finish.rpt:
path | cells after the start | startpoint | end
min in group asynchronous | 2 | reset | clk_div_count[16]
min | 1 | clk_div_count[0] | clk_div_count[0]
min reg2reg | 1 | clk_div_count[0] | clk_div_count[0]
max reg2reg | 5 | clk_div_count[3] | clk_100Hz
max in group asynchronous | 3 | reset | registers[7][2]
max | 12 | write | seg[4]
metal layers:
metal,vias up,share of wire (%),track usage (%),wire length [um]
met5,-,0,0,0
met4,0,0.62,2.12,37
met3,2,5.9,4.20,349
met2,47,41,24.3,2450
li1,999,-,-,-
met1,1009,52,30.8,3100
cells in the mapped netlist, types with 2 or more instances:
library cell / number / area, um^2
o32ai_1: 4 / 35.0
o211ai_1: 2 / 15.0
ha_1: 8 / 100
dfrtp_1: 53 / 1330
nor3b_1: 4 / 30.0
nor3_1: 2 / 10.0
nor2b_1: 3 / 18.8
o22ai_1: 2 / 12.5
a211oi_1: 2 / 15.0
inv_1: 10 / 37.5
nand4b_1: 2 / 17.5
mux2_2: 37 / 417
clkbuf_1: 4 / 15.0
nand2b_1: 2 / 12.5
o21ai_0: 2 / 10.0
nand4_1: 3 / 18.8
a32o_1: 3 / 30.0
mux2i_1: 9 / 90.1
buf_4: 2 / 15.0
xnor2_1: 8 / 70.1
or3_1: 2 / 12.5
o31ai_1: 2 / 15.0
nand2_1: 15 / 56.3
xor2_1: 8 / 70.1
nor2_1: 12 / 45.0
a21oi_1: 8 / 40.0
buf_6: 2 / 22.5
and3_1: 7 / 43.8
nand3_1: 11 / 55.1
critical path, cell delays in order:
cell,delay (ns)
buf_4,0.11
buf_8,0.13
mux2i_4,0.24
nor2_2,0.07
a222oi_1,0.47
nand2_1,0.11
o211ai_1,0.16
ha_2,0.25
inv_1,0.06
mux2_2,0.25
a21oi_1,0.13
clkdlybuf4s50_1,0.47
per-stage QoR:
stage / setup TNS, ns / cells / hold WS (ns) / power, mW / setup slack, ns
floorplan: 0 / 243 / 0.425 / 0.819 / 0.487
global placement: -3.21 / 385 / 0.444 / 0.976 / -0.536
detailed placement: -3.44 / 385 / 0.448 / 0.980 / -0.554
CTS: -0.000745 / 396 / 0.460 / 1.33 / -0.000745
global route: -0.313 / 400 / 0.490 / 1.40 / -0.102
finish: 0 / 400 / 0.456 / 1.32 / 0.0162
repair_timing:
action,CTS,global route
resized,17,13
buffers inserted,3,4
pin swaps,5,5
gates cloned,0,0
setup endpoints to repair,7,7
Power is estimated from default activity; no workload was simulated.
